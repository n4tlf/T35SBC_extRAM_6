==> flow/design.v <==
module n_bitReg
#(
    parameter N = 8)
    (input  load,
     input  clock,
     input  clr,
     input  [N-1:0] inData,
     output reg [N-1:0] regOut
     );
always @(posedge clock or posedge clr) begin
    if(clr == 1)
        regOut <= 0;
    else if(load == 1)
        regOut <= inData;
	end
endmodule
==> flow/run.sh <==
#!/bin/bash
# OpenROAD 26Q1-2900-gdf79404cd8, Yosys 0.63+post, stock flow scripts
make -C /OpenROAD-flow-scripts/flow DESIGN_CONFIG=/design/flow/config.mk WORK_HOME=/design/flow/orfs finish
==> flow/config.mk <==
export PLATFORM = sky130hd
export DESIGN_NAME = n_bitReg
export DESIGN_NICKNAME = n_bitReg
export VERILOG_FILES = /design/flow/design.v
export SDC_FILE = /design/flow/constraint.sdc
export NUM_CORES = 4
export LEC_CHECK = 1
export CORE_AREA = 10 10 70 70
export DIE_AREA = 0 0 80 80
==> flow/constraint.sdc <==
current_design n_bitReg

set clk_period 1.0
set clk_io_pct 0.2

create_clock -name clk0 -period $clk_period [get_ports {clock}]

set non_clock_inputs [all_inputs -no_clocks]
set_input_delay [expr $clk_period * $clk_io_pct] -clock clk0 $non_clock_inputs
set_output_delay [expr $clk_period * $clk_io_pct] -clock clk0 [all_outputs]
==> impl_metrics.env <==
# implementation run metrics
export IMPL_grt_usage_pct=2.79
export IMPL_cts_root_buf="clkbuf_4"
export IMPL_drive_gt1_share_pct=55.8
export IMPL_netlist_area_um2=335
export IMPL_cp_start_kind="flop"
export IMPL_p_comb_share_pct=21.4
export IMPL_internal_power_w=0.000620
export IMPL_nFillCells=386
export IMPL_tightest_slew_ns=0.304
export IMPL_synth_flop_count=8
export IMPL_fin_crit_sh_pct=94.7
export IMPL_period_needed_ns=0.947
export IMPL_path_cells="buf_2"
export IMPL_total_leakage_power_nw=0.279
export IMPL_drc=0
export IMPL_power_density_nw_per_um2=1310
export IMPL_synth_cell_types=4
export IMPL_antenna_found_initial=0
export IMPL_synthCells=18
export IMPL_dp_slack_ns=-0.278
export IMPL_ios=19
export IMPL_seq_power_share_pct=48.2
export IMPL_relSlewSlack_pct=79.7
export IMPL_slew_viol_final=0
export IMPL_drtAntennaViolNets=0
export IMPL_critical_path_arrival_ns=0.75
export IMPL_postPlaceCellArea_um2=597
export IMPL_slowest_delay_ns=0.38
export IMPL_critical_path_top_delay_family="flip-flops"
export IMPL_grt_setup_unrepaired="no"
export IMPL_skew_ns=0
export IMPL_drtIter0Drc=9
export IMPL_die_h_um=80
export IMPL_warnings=25
export IMPL_grt_max_degree=9
export IMPL_cts_tree="yes"
export IMPL_port_buffers=18
export IMPL_crit_required_ns=0.80
export IMPL_ir_drop_mv=0.259
export IMPL_drv_cap=0
export IMPL_reg_top3="regOut (8)"
export IMPL_clk_pin_slew_worst_paths_ns=0.05
export IMPL_largest_register_ffs=8
export IMPL_vias=230
export IMPL_path_buffers=1
export IMPL_clockPowerShare_pct=30.5
export IMPL_swShare_pct=19.9
export IMPL_fin_ws_ns=0.0530
export IMPL_worstSetupEndpointType="output port"
export IMPL_hold_viol=0
export IMPL_grt_pass1_vias=282
export IMPL_final_area_um2=593
export IMPL_wl_per_cell_um=10.0
export IMPL_finalSetupViolCount=0
export IMPL_largest_register="regOut"
export IMPL_logic_area_um2=120
export IMPL_cts_buffer_depth=2
export IMPL_die_area_um2=6400
export IMPL_gp_congestion=0.708
export IMPL_status="completed"
export IMPL_yosys_warnings=1
export IMPL_critPathMaxFanout=2
export IMPL_cp_slowest_cell="dfrtp_1"
export IMPL_tns_ns=0
export IMPL_dr_pass1_iters=2
export IMPL_yosysSeqAreaShare_pct=59.7
export IMPL_antenna_diode_count=0
export IMPL_fp_util_pct=9.82
export IMPL_netSwitchingPower_w=0.000154
export IMPL_min_path_type="in2async"
export IMPL_grt_overflow_total=0
export IMPL_final_seq_area_um2=200
export IMPL_finalPower_w=0.000774
export IMPL_postSynthAreaPerCell_um2=18.6
export IMPL_routed_wirelength_um=893
export IMPL_cts_buffers_inserted=3
export IMPL_fmax_mhz=1060
export IMPL_die_w_um=80
export IMPL_area_growth_pct=76.9
export IMPL_fp_row_count=21
export IMPL_grt_first_pass_wirelength_um=1400
export IMPL_ys_cells=18
export IMPL_ys_area_um2=335
export IMPL_clkSinkCount=8
export IMPL_vias_per_cell=2.58
export IMPL_cts_htree_levels=1
export IMPL_worstSkewPairLatency_ns=0.25
export IMPL_core_region_area_um2=3420
export IMPL_path_class="reg2out"
[synthesized netlist by cell type (all sizes together)]
| cell type | number | area share, % |
|---|---|---|
| dfrtp | 8 | 60 |
| inv | 1 | 1.1 |
| buf | 1 | 3.4 |
| mux2 | 8 | 36 |
[layout make-up]
type / instances / share of cell area, %
Clock buffer: 3 / 3.80
Timing Repair Buffer: 23 / 31.9
Sequential cell: 8 / 33.8
Inverter: 1 / 0.633
Multi-Input combinational cell: 8 / 20.3
Tap cell: 46 / 9.70
[cells in the final DEF (no fill, tap or decap)]
cell type        synthesis  routed
mux2_4                   8       8
dlygate4sd2_1            0       1
inv_1                    1       1
buf_4                    0       4
clkdlybuf4s50_1          0       9
clkbuf_4                 0       3
buf_2                    0       8
dfrtp_1                  8       8
buf_12                   0       1
[metrics by stage]
stage / std cells / hold slack (ns) / utilization (%)
6_report: 89 / 0.202 / 17.4
4_1_cts: 91 / 0.201 / 17.8
5_1_grt: 89 / 0.246 / 17.4
2_1_floorplan: 18 / 0.0157 / -
3_3_place_gp: 84 / 0.465 / 17.5
3_5_place_dp: 84 / 0.464 / 17.5
[worst paths after layout]
path	from	to	slack (ns)	cells after the start
max	regOut[3]	regOut[3]	0.05	1
max in group asynchronous	clr	regOut[7]	0.57	2
max reg2reg	regOut[1]	regOut[1]	0.13	2
min in group clk0	load	regOut[2]	0.51	3
min	clr	regOut[0]	0.20	2
min reg2reg	regOut[6]	regOut[6]	0.52	1
[cells by family after synthesis]
group	Yosys count	share of synthesized area, %
mux	8	35.8
flops	8	59.7
buf+inv	2	4.48
[metal layers]
metal	wire [µm]	GRT usage [%]
met3	66	0.909
met1	360	3.11
met4	41	1.58
met2	424	4.57
met5	0	0
[repair_timing]
item                                    CTS  global route
hold endpoints to repair                  0             0
setup buffers                             4             0
hold buffers                              0             0
endpoints found under the setup margin   16             2
gates cloned                              0             0
gates resized                            25             0
[power groups by stage]
stage | Clock, W | Combinational, W | Sequential (W)
4_1_cts | 0.000246 | 0.000182 | 0.000373
5_1_grt | 0.000262 | 0.000180 | 0.000381
6_report | 0.000236 | 0.000166 | 0.000373
