==> design/flow/design.v <==
module ParShiftReg
    (
    input           clk,         
    input           clr,         
    input           SerIn,       
    input   [7:0]   ParIn,       
    input           load,        
    output          qout);       
reg [8:0]   temp;
always @(posedge(clk)or negedge(clr))  begin
    if(clr == 1'b0)              
        temp <= 9'b0;            
    else
        if(!load) begin          
            temp[8:1] <= !ParIn[7:0];       
            temp[0] <= !SerIn;
            end
        else begin               
            temp = temp << 1;    
        end
    end
assign qout = !temp[8];
endmodule
==> design/flow/run.sh <==
#!/bin/bash
# OpenROAD 26Q1-2900-gdf79404cd8, Yosys 0.63+post, stock flow scripts
make -C /OpenROAD-flow-scripts/flow DESIGN_CONFIG=/design/flow/config.mk WORK_HOME=/design/flow/orfs finish
==> design/flow/config.mk <==
export PLATFORM = sky130hd
export DESIGN_NAME = ParShiftReg
export DESIGN_NICKNAME = ParShiftReg
export VERILOG_FILES = /design/flow/design.v
export SDC_FILE = /design/flow/constraint.sdc
export NUM_CORES = 4
export LEC_CHECK = 1
export CORE_AREA = 10 10 70 70
export DIE_AREA = 0 0 80 80
==> design/flow/constraint.sdc <==
current_design ParShiftReg

set clk_period 1.2
set clk_io_pct 0.2

create_clock -name clk0 -period $clk_period [get_ports {clk}]

set non_clock_inputs [all_inputs -no_clocks]
set_input_delay [expr $clk_period * $clk_io_pct] -clock clk0 $non_clock_inputs
set_output_delay [expr $clk_period * $clk_io_pct] -clock clk0 [all_outputs]
==> flow_metrics.tcl <==
# collected from the flow reports
set metrics [dict create \
    antenna_cells 0 \
    power.density_nw_per_um2 1100 \
    cts_setup_buffers 0 \
    worstPathRequired_ns 1.37 \
    holdCritPathClass "input port to asynchronous set/reset pin" \
    dieHeight_um 80 \
    dpl_cell_area_um2 489 \
    largest_register_ffs 9 \
    cts_tree "done" \
    grt_pass1_vias 275 \
    clockRootBuffer "clkbuf_4" \
    hold_viol 0 \
    coreArea_um2 3420 \
    tightest_slew_ns 0.375 \
    drive_gt1_frac 0.158 \
    place.gp.congestion 0.624 \
    finalSetupTns_ns 0 \
    critPathLaunchType "input port" \
    clock_latency_ns 0.25 \
    area_growth_pct 70.3 \
    rows 21 \
    fin_skew_ns 0.00206 \
    ios 13 \
    numClockSinks 9 \
    postCtsHoldBufs 0 \
    grt_max_degree 11 \
    fill_cells 397 \
    top_regs "temp (9)" \
    gr-total-overflow 0 \
    timing.final.ws_setup_ns 0.0231 \
    die_area_um2 6400 \
    grt.total_usage 0.0226 \
    fp_util 0.0912 \
    vias 226 \
    regArea_um2 225 \
    syn_area_um2 312 \
    synthCells 22 \
    route.antenna.remaining_nets 0 \
    top_register "temp" \
    worstSetupPathType "input port to flop" \
    ys_ff 9 \
    synth_cell_types 8 \
    synth_area_per_cell_um2 14.2 \
    yosysChipArea_um2 312 \
    drt-initial-drc-count 3 \
    clk_path_buf_depth 2 \
    finalCriticalPeriod_ns 1.18 \
    path_clk_slew_ns 0.06 \
    fin_cells 84 \
    status "finished, final reports clean" \
    slew_violations 0 \
    relSlewSlack 0.749 \
    htreeDepth 1 \
    min_period_over_period 0.981 \
    fin_area_um2 531 \
    drt_wl_total_um 624 \
    rsz0062_at_grt "false" \
    endpoint_kind "flop" \
    ys_warn_count 1 \
    antenna_found_initial 0 \
    crit_path_max_fanout 1 \
    routedWlPerCell_um 7.43 \
    warning_count 25 \
    crit_arrival_ns 1.34 \
    grt_first_pass_wirelength_um 1120 \
    yosys-stat-cells 22 \
    drc_errors 0 \
    vdd_drop_max_mv 0.488 \
    cts_made_buffers 3 \
    dp_cells 80 \
    max_freq_ghz 0.850 \
    setup_viol 0 \
    vias_per_cell 2.69 \
    p_leak_nw 0.237 \
    max_cap_violations 0 \
    ys_seq_share 0.723 \
    port_buffers 12 \
    dr.pass1.iters 2 \
    pre_cts_ws_ns -0.280 \
    die_w_um 80 \
    logic_area_um2 95.1 \
    r2r_slack_ns 0.53 \
]
-- stage by stage --
step / util / hold slack [ns] / total power, mW
floorplan: - / -0.0556 / 0.321
global placement: 0.143 / 0.435 / 0.365
detailed placement: 0.143 / 0.443 / 0.367
CTS: 0.150 / 0.275 / 0.592
global route: 0.155 / 0.292 / 0.623
finish: 0.155 / 0.269 / 0.585
-- where the power goes --
group / switching (mW) / total, mW / internal, mW
combinational: 0.0177 / 0.0523 / 0.0346
sequential: 0.00126 / 0.310 / 0.309
clock: 0.0949 / 0.222 / 0.127
-- cells by family after synthesis --
kind of cell / Yosys count / synth area share
and+or+nand+nor: 11 / 0.225
DFF: 9 / 0.723
AOI/OAI and AO/OA: 1 / 0.0402
buffers and inverters: 1 / 0.0120
-- critical path, stage by stage --
cell and delay (ns):
clkdlybuf4s50_1 0.40, or4_4 0.49, o31ai_4 0.21
-- repair_timing --
item / in CTS / in global routing
endpoints found under the hold margin: 0 / 0
setup endpoints to repair: 2 / 1
pin swaps: 2 / 2
resized: 2 / 4
-- cell type report --
| cell class | count | share of cell area |
|---|---|---|
| repair buffers | 12 | 0.231 |
| well taps | 46 | 0.108 |
| multi-input cells | 12 | 0.179 |
| clock buffers | 4 | 0.0495 |
| inverters | 1 | 0.00708 |
| flip-flops and latches | 9 | 0.425 |
-- layout by cell type (no fill, tap or decap), drive strengths merged --
cell type      synthesis  layout
and2                   7       7
clkbuf                 0       4
clkdlybuf4s50          0       8
dfrtp                  9       9
dlygate4sd2            0       2
dlymetal6s2s           0       2
inv                    1       1
nand2                  1       1
nor2                   1       1
o31ai                  1       1
or4                    2       2
-- per-layer routing --
metal,vias up,share of wire,wire [um],global-route usage
met4,0,0,0,0.00176
met2,15,0.36,226,0.0297
met3,0,0.19,121,0.0284
li1,104,-,-,-
met1,107,0.44,276,0.0230
met5,-,0,0,0
-- final timing paths --
check,startpoint,end,cells past startpoint
worst max register to register,temp[0],temp[1],2
worst min-delay path,clr,temp[8],1
worst min register to register,temp[4],temp[5],1
max in group asynchronous,clr,temp[0],1
worst max-delay path,ParIn[7],temp[1],3
min in group clk0,ParIn[6],temp[1],3
-- cell usage after synthesis, drive strengths merged --
library cell  count  share of area
dfrtp             9           0.72
and2              7           0.14
or4               2          0.060
inv               1          0.012
nand2             1          0.012
nor2              1          0.012
o31ai             1          0.040
Power is estimated from default activity; no workload was simulated.
