File: design/flow/design.v
module LedBarMux
    (
    input [7:0] cpuDO,
    input [7:0] cpuDI,
    input [7:0] portFFDO,
    input [7:0] debugreg,
    input [1:0]	sw,
    output wire [7:0] LEDoutData
    );
reg [7:0] selectedData;
always @* begin
    if (sw == 2'b0)              
        selectedData = cpuDO;
    else if (sw == 2'b01)
        selectedData = cpuDI;
    else if (sw == 2'b10)
        selectedData = debugreg;
    else
        selectedData = portFFDO;
    end
    assign LEDoutData = ~selectedData;   
endmodule
File: design/flow/run.sh
#!/bin/bash
# OpenROAD 26Q1-2900-gdf79404cd8, Yosys 0.63+post, stock flow scripts
make -C /OpenROAD-flow-scripts/flow DESIGN_CONFIG=/design/flow/config.mk WORK_HOME=/design/flow/orfs finish
File: design/flow/config.mk
export PLATFORM = sky130hd
export DESIGN_NAME = LedBarMux
export DESIGN_NICKNAME = LedBarMux
export VERILOG_FILES = /design/flow/design.v
export SDC_FILE = /design/flow/constraint.sdc
export NUM_CORES = 4
export LEC_CHECK = 1
export CORE_AREA = 10 10 70 70
export DIE_AREA = 0 0 80 80
File: design/flow/constraint.sdc
current_design LedBarMux

set clk_period 1.9
set clk_io_pct 0.2

create_clock -name clk0 -period $clk_period

set non_clock_inputs [all_inputs -no_clocks]
set_input_delay [expr $clk_period * $clk_io_pct] -clock clk0 $non_clock_inputs
set_output_delay [expr $clk_period * $clk_io_pct] -clock clk0 [all_outputs]
==> impl_metrics.json <==
{
  "outcome": "completed",
  "synth-adder-area-share_pct": 0,
  "synth-simple-area-share_pct": 0,
  "critical_path.cell_chain": "clkdlybuf4s50_1 > mux4_2 > inv_2 > dlygate4sd2_1",
  "fin_util_pct": 22.6,
  "xor_area_share_pct": 0,
  "place_congestion": 0.687,
  "slowest_stage": "sky130_fd_sc_hd__mux4_2",
  "post_syn_instances": 18,
  "yosys-dominant-comb-family": "multiplexers",
  "grt_first_pass_wirelength_microns": 2030,
  "yosys.area.top_type": "sky130_fd_sc_hd__mux4_2",
  "drc": 0,
  "path_max_fanout": 1,
  "path_buffers": 3,
  "period_used_pct": 98.6,
  "seq_area_sq_um": 0,
  "worstSetupStartpoint": "portFFDO[5]",
  "cap_violations": 0,
  "crit_family": "buffers and inverters",
  "tightest_slew_ns": 0.121,
  "portBuffers": 42,
  "yosys.area.top_type_share_pct": 79.6,
  "vias_in_the_first_global_route": 383,
  "critPathArrivalTime_ns": 1.49,
  "final_number_of_setup_violating_endpoints": 0,
  "critical_path_depth": 4,
  "layout.filler_cells": 381,
  "syn-cell-area_sq_um": 226,
  "maxSlewViolCount": 0,
  "antenna-diode-count": 0,
  "post-route-cell-area_sq_um": 773,
  "slowest_delay_ns": 0.47,
  "ys_cells": 18,
  "peak_freq_mhz": 534,
  "end_kind": "primary output",
  "initial_core_util_pct": 6.63,
  "ys_types": 4,
  "n_clock_buffer": 0,
  "compound_area_share_pct": 0,
  "yosys-top-cells-area": "sky130_fd_sc_hd__mux4_2 (80%), sky130_fd_sc_hd__inv_1 (13%), sky130_fd_sc_hd__buf_6 (5.0%)",
  "core-area_sq_um": 3420,
  "mux_area_share_pct": 79.6,
  "floorplan.rows": 21,
  "area.growth.synth_to_final_pct": 241,
  "io_pins": 42,
  "place_area_sq_um": 723,
  "vdd_drop_max_uv": 36.3,
  "final_layout_size_suffix_gt1_share_pct": 35.4,
  "worst_slew_margin_rel_pct": 91.9,
  "crit_path_end": "LEDoutData[5]",
  "die_area_sq_um": 6400,
  "yosys.stat.chipArea_sq_um": 226,
  "log.warning_count": 33,
  "min_path_type": "in2out",
  "nFlopsAndLatches": 0,
  "grtUsageTotal_pct": 4.04,
  "worst-endpoint-required_ns": 1.52,
  "final_hold_viol_count": 0,
  "grt_start_max_net_pins": 7,
  "drt_pre_antenna_iters": 2,
  "cts-hold-fix-buffers": 0,
  "die.size.x_microns": 80,
  "timing_worst_setup_path_type": "in2out",
  "postRouteWirelength_microns": 1400,
  "drt_iter0_markers": 5,
  "grt_antenna_before_repair": 0,
  "viasPerCell": 2.99,
  "post-route-min-period_ns": 1.87,
  "power_density_nw_per_um2": 198,
  "ys_seq_share_pct": 0,
  "dp_hpwl_microns": 1290,
  "dr_total_vias": 332,
  "number_of_nets_with_antenna_violations_after_routing": 0,
  "grt_remaining_overflow": 0,
  "synth_area_per_cell_sq_um": 12.6,
  "post_drt_wl_per_cell_microns": 12.6,
  "p_leak_nw": 0.353,
  "critPathLaunchType": "primary input",
  "yosys_warnings": 1,
  "fp.dieH_microns": 80
}
-- synthesized netlist by cell type, drive strengths merged --
library cell	instances
mux4	8
buf	1
inv	8
clkbuf	1
-- cells by family (layout without fill, tap and decap cells) --
| logic type | Yosys count | count (layout) |
|---|---|---|
| muxes | 8 | 8 |
| buffers and inverters | 10 | 57 |
-- through the flow --
step	hold WS (ns)	setup TNS (ns)	setup slack, ns	power (mW)	cells
6_report	1.22	0	0.0268	0.153	111
3_3_place_gp	1.86	-4.33	-0.547	0.153	107
4_1_cts	1.47	-0.258	-0.258	0.150	109
5_1_grt	1.26	-0.0282	-0.0282	0.165	111
3_5_place_dp	1.86	-4.33	-0.547	0.155	107
2_1_floorplan	0.980	0	0.485	0.0408	18
-- what timing repair did --
action | 4_1_cts | 5_1_grt
cloned | 0 | 0
setup buffers | 2 | 2
gates resized | 19 | 13
setup endpoints to repair | 8 | 6
-- worst min-delay path by stage --
stage / start / end / slack (ns) / cells past startpoint
final: cpuDO[7] / LEDoutData[7] / 1.22 / 4
after global routing: cpuDO[7] / LEDoutData[7] / 1.26 / 4
after CTS: sw[0] / LEDoutData[3] / 1.47 / 5
-- report_power, final --
part	internal (mW)	leakage [nW]	switching, mW
combinational	0.120	0.353	0.0333
sequential	0	0	0
clock	0	0	0
total	0.120	0.353	0.0333
-- cells in the final DEF (no fill, tap or decap) --
| cell | n |
|---|---|
| sky130_fd_sc_hd__clkbuf_2 | 1 |
| sky130_fd_sc_hd__inv_1 | 2 |
| sky130_fd_sc_hd__buf_12 | 2 |
| sky130_fd_sc_hd__clkdlybuf4s50_1 | 27 |
| sky130_fd_sc_hd__dlygate4sd2_1 | 5 |
| sky130_fd_sc_hd__inv_2 | 6 |
| sky130_fd_sc_hd__buf_6 | 3 |
| sky130_fd_sc_hd__dlymetal6s2s_1 | 5 |
| sky130_fd_sc_hd__clkdlybuf4s15_1 | 3 |
| sky130_fd_sc_hd__buf_4 | 2 |
| sky130_fd_sc_hd__mux4_2 | 8 |
| sky130_fd_sc_hd__buf_2 | 1 |
-- layer usage --
layer  vias to the layer above  GRT usage (%)  part of all wire (%)
met5                         -              0                     0
met4                         0              0                     0
met3                         0          0.795                   3.1
met2                         9           8.75                    65
met1                       161           3.89                    32
li1                        162              -                     -
-- area by class of cell --
type	count	area (sq um)	share of cell area, %
multi-input cells	8	180	23.3
inverters	8	30.0	3.88
well taps	46	57.6	7.44
repair buffers	49	505	65.4
No activity file was given, so power comes from the tool's default toggle rates.
